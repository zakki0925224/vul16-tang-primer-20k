## design.v

```verilog
`default_nettype none
module Led(
    input wire clock,
    input wire reset,
    input wire [15:0] mmio_addr,
    input wire [7:0] mmio_data,
    input wire mmio_req,
    output wire mmio_done,
    output wire [5:0] led
);
    reg mmio_done_reg;
    reg [5:0] led_reg;
    assign led = ~led_reg;
    always @(posedge clock) begin
        if (reset) begin
            led_reg <= 6'b00000;
            mmio_done_reg <= 1'b0;
        end else begin
            mmio_done_reg <= 1'b0;
            if (mmio_req && mmio_addr == 16'hf000) begin
                led_reg <= mmio_data[5:0];
                mmio_done_reg <= 1'b1;
            end
        end
    end
    assign mmio_done = mmio_done_reg;
endmodule
`default_nettype wire
```

## run.sh

```bash
#!/bin/bash
# OpenROAD 26Q1-2900-gdf79404cd8, Yosys 0.63+post, stock flow scripts
make -C /OpenROAD-flow-scripts/flow DESIGN_CONFIG=/design/flow/config.mk WORK_HOME=/design/flow/orfs finish
```

## config.mk

```make
export PLATFORM = sky130hd
export DESIGN_NAME = Led
export DESIGN_NICKNAME = Led
export VERILOG_FILES = /design/flow/design.v
export SDC_FILE = /design/flow/constraint.sdc
export NUM_CORES = 4
export LEC_CHECK = 1
export CORE_AREA = 10 10 70 70
export DIE_AREA = 0 0 80 80
```

## constraint.sdc

```tcl
current_design Led

set clk_period 2.5
set clk_io_pct 0.2

create_clock -name clk0 -period $clk_period [get_ports {clock}]

set non_clock_inputs [all_inputs -no_clocks]
set_input_delay [expr $clk_period * $clk_io_pct] -clock clk0 $non_clock_inputs
set_output_delay [expr $clk_period * $clk_io_pct] -clock clk0 [all_outputs]
```

==> ds_physical_params.txt <==
Characteristics after synthesis and place and route

Parameter                              Value

Run status
  Result of the run    finished, final reports clean

Clock tree
  Total of cells resized after clock tree synthesis    0
  Clk pin slew, worst setup/hold paths    0.05 ns
  # Post-CTS Setup Buffers    0
  Number of buffers created by CTS    3
  Sink count of the clock tree    7
  Clock insertion delay at the later pin of the skew report    0.25 ns
  Clock tree from TritonCTS    built
  Buffers from clock root to sink, at most    2
  Root Buffer    sky130_fd_sc_hd__clkbuf_4
  Hold bufs inserted after CTS    0
  H-Tree Level Count    1

Yosys
  Leading area contributor after synthesis    sky130_fd_sc_hd__dfxtp_1
  Instance count of the mapped netlist    40
  Post-synthesis chip area from yosys    413 µm²
  Yosys warning tally    1
  Dominant cells by area after synthesis    sky130_fd_sc_hd__dfxtp_1, sky130_fd_sc_hd__nand2b_1, sky130_fd_sc_hd__mux2i_1
  Distinct lib cells    13
  Area share of the largest cell type after synthesis    33.9%
  Yosys cell count    40
  Syn Std Cell Area    413 µm²
  Average footprint of a synthesized cell    10.3 µm²
  Synth Seq Share    33.9%
  Count of state elements after synthesis    7

Setup path
  Launch point of the worst reg-to-reg path    led_reg[3]$_SDFFE_PP0P_
  Kind of start point of the critical path    primary input
  Reg2reg end    led_reg[3]$_SDFFE_PP0P_
  Type of the setup path with the least slack    in2reg
  Delay of the slowest cell on the worst path    0.41 ns
  Ordered list of cells on the worst path    clkdlybuf4s50_1 > nor4_2 > nand3_2 > nor2_8 > mux2i_1
  Crit path to    led_reg[5]$_SDFFE_PP0P_
  Worst R2R Setup Slack    1.94 ns
  Data arrival time of the critical path    1.82 ns
  Critical Path Source    mmio_addr[1]
  Slowest cell on the critical path    sky130_fd_sc_hd__clkdlybuf4s50_1
  Type of destination of the critical path    register
  Req. time, crit path    2.68 ns
  Reg2reg path depth    2
  Worst-path maximum fanout    6

Run
  Tool warnings    27
  Max-cap violations    0

Pwr
  Static Leakage    0.275 nW
  Total power of the final layout    0.000267 W
  Worst voltage drop across the vdd grid    0.0000812 V
  Power density over the cells    332 mW/mm²

STA
  Final period utilization    65.5%
  Worst Max-Slew Pin Slew    0.347 ns
  Max-slew headroom    76.8%
  Total negative slack for setup checks    0 ns
  Setup ws final    0.861 ns
  Final Setup Violations    0
  Final count of hold timing violations    0
  Skew final    0 ns
  Fmax    0.610 GHz
  Total count of max-transition violations in the final report    0
  Worst Hold Slack    0.471 ns
  Shortest clock period the worst path allows after layout    1.64 ns
  Unrepaired setup endpoints after global routing    false

Drt
  Antenna cells    0
  ANT nets after route    0
  Total vias in the final route    400
  Initial DRC Count    10
  Wire length after detailed routing    1160 µm
  Vias per cell    3.33
  Final routed wire length divided by cell count    9.65 µm
  Count of TritonRoute iterations in the first routing pass    2
  Drt drc    0

Layout
  Final Non-Filler Cells    120
  Area growth from synthesis to layout    94.5%
  Number of filler instances in the final layout    373
  Flip-flop count of the largest register after layout    6
  Share of layout cells above drive strength 1    12.2%

Global routing
  All-Layer GR Usage    3.67%
  Wire length of the first global-routing pass    1920 µm
  Overflow left after global routing    0
  Antenna violations before repair    0
  Number of global-route vias before repair    440
  Pin count of the biggest net entering global routing    14

Placed design
  DP HPWL    1040 µm
  Dpl cells    116
  Number of buffer cells added on primary ports    31
  Minimum setup slack after placement    0.574 ns
  Placer Congestion    0.715

Die
  Initial standard-cell utilization of the core    12.1%
  Placeable core area    0.00342 mm²
  Chip Width    80 µm
  Chip footprint    0.00640 mm²
  Die outline height    80 µm
  Count of standard-cell rows    21
  Top-Level Pins    34

Hold path
  Hold crit path type    reg2reg
## cell families after synthesis
kind of cell  synth area share [%]
simple gates                  45.1
flops                         33.9
mux                           14.5
buf+inv                       6.36
## cell usage in the layout (no fill, tap or decap)
cell type                         synthesis  routed
sky130_fd_sc_hd__clkbuf_4                 0       3
sky130_fd_sc_hd__inv_1                    6       6
sky130_fd_sc_hd__nand4_4                  1       1
sky130_fd_sc_hd__clkdlybuf4s50_1          0      31
sky130_fd_sc_hd__nor4b_2                  1       1
sky130_fd_sc_hd__nor4_2                   1       1
sky130_fd_sc_hd__nor3_1                   1       1
sky130_fd_sc_hd__nor4b_4                  1       1
sky130_fd_sc_hd__nor2_8                   1       1
sky130_fd_sc_hd__mux2i_1                  6       6
sky130_fd_sc_hd__nand3_2                  1       1
sky130_fd_sc_hd__dfxtp_1                  7       7
sky130_fd_sc_hd__clkbuf_1                 1       1
sky130_fd_sc_hd__nand2b_1                12      12
sky130_fd_sc_hd__nor2_1                   1       1
## worst min-delay path by stage
stage / startpoint / to / slack (ns) / depth (start not counted)
4_1_cts: led_reg[0]$_SDFFE_PP0P_ / led_reg[0]$_SDFFE_PP0P_ / 0.47 / 2
6_report: led_reg[1]$_SDFFE_PP0P_ / led_reg[1]$_SDFFE_PP0P_ / 0.47 / 2
5_1_grt: led_reg[1]$_SDFFE_PP0P_ / led_reg[1]$_SDFFE_PP0P_ / 0.49 / 2
## stage by stage
step	utilization (%)	instance area (µm²)
floorplan	-	413
CTS	23.5	803
detailed placement	22.7	777
global route	23.5	803
finish	23.5	803
global placement	22.7	777
## cell usage after synthesis
| library cell | instances |
|---|---|
| sky130_fd_sc_hd__mux2i_1 | 6 |
| sky130_fd_sc_hd__nand4_4 | 1 |
| sky130_fd_sc_hd__nand2b_1 | 12 |
| sky130_fd_sc_hd__nand3_2 | 1 |
| sky130_fd_sc_hd__nor2_8 | 1 |
| sky130_fd_sc_hd__nor4b_4 | 1 |
| sky130_fd_sc_hd__dfxtp_1 | 7 |
| sky130_fd_sc_hd__nor3_1 | 1 |
| sky130_fd_sc_hd__nor2_1 | 1 |
| sky130_fd_sc_hd__inv_1 | 6 |
| sky130_fd_sc_hd__nor4_2 | 1 |
| sky130_fd_sc_hd__clkbuf_1 | 1 |
| sky130_fd_sc_hd__nor4b_2 | 1 |
## critical path: cells and delay by family
kind                   cells  cell delay, ns
and+or+nand+nor            3            0.71
muxes                      1            0.19
buffers and inverters      1            0.41
## power breakdown
group	internal, W	switching (W)
Clock	0.0000609	0.0000418
Sequential	0.000112	0.000000000379
Combinational	0.0000395	0.0000130
## cell type report
type                            count  area, µm²  share of cell area [%]
Inverter                            6       22.5                    2.80
Sequential cell                     7        140                    17.4
Clock buffer                        4       26.3                    3.27
Timing Repair Buffer               31        310                    38.6
Multi-Input combinational cell     26        246                    30.7
Tap cell                           46       57.6                    7.17
## routing by layer
| layer | share of wire [%] | track usage [%] |
|---|---|---|
| met1 | 43 | 4.63 |
| met2 | 41 | 4.98 |
| met3 | 13 | 2.27 |
| met4 | 3.3 | 1.23 |
| met5 | 0 | 0 |
Power figures rest on the tool's default switching activity, not on a simulated workload.
