==> design.v <==
`default_nettype none
module Uart
#(
    parameter DELAY_FRAMES = 234,  
    parameter INITIAL_CHAR = 8'h41  
)
(
    input wire clock,
    input wire reset,
    input wire [15:0] mmio_addr,
    input wire [7:0] mmio_data,
    input wire mmio_req,
    output wire mmio_done,
    output wire tx
);
    localparam HALF_DELAY_WAIT = (DELAY_FRAMES / 2);
    typedef enum {
        TX_STATE_IDLE = 0,
        TX_STATE_START_BIT = 1,
        TX_STATE_WRITE = 2,
        TX_STATE_STOP_BIT = 3
    } TX_STATE;
    TX_STATE tx_state = TX_STATE_IDLE;
    reg [24:0] tx_cnt = 0;
    reg [7:0] data_out = 0;
    reg tx_pin_reg = 1;
    reg [2:0] tx_bit_num = 0;
    reg sent_initial_char = 0;
    reg mmio_done_reg = 0;
    assign mmio_done = mmio_done_reg;
    assign tx = tx_pin_reg;
    always @(posedge clock) begin
        if (reset) begin
            tx_state <= TX_STATE_IDLE;
            tx_cnt <= 0;
            data_out <= 0;
            tx_pin_reg <= 1;
            tx_bit_num <= 0;
            sent_initial_char <= 0;
            mmio_done_reg <= 0;
        end else begin
            mmio_done_reg <= 0;
            case (tx_state)
                TX_STATE_IDLE: begin
                    if (!sent_initial_char) begin
                        tx_state <= TX_STATE_START_BIT;
                        data_out <= INITIAL_CHAR;
                        tx_cnt <= 0;
                        tx_pin_reg <= 0;
                        tx_bit_num <= 0;
                        sent_initial_char <= 1;
                    end else if (mmio_req && mmio_addr == 16'hf001) begin
                        tx_state <= TX_STATE_START_BIT;
                        data_out <= mmio_data;
                        tx_cnt <= 0;
                        tx_pin_reg <= 0;
                        mmio_done_reg <= 1;
                    end else begin
                        tx_pin_reg <= 1;
                    end
                end
                TX_STATE_START_BIT: begin
                    if ((tx_cnt + 1) == DELAY_FRAMES) begin
                        tx_state <= TX_STATE_WRITE;
                        tx_bit_num <= 0;
                        tx_cnt <= 0;
                    end else begin
                        tx_cnt <= tx_cnt + 1;
                    end
                end
                TX_STATE_WRITE: begin
                    tx_pin_reg <= data_out[tx_bit_num];
                    if ((tx_cnt + 1) == DELAY_FRAMES) begin
                        if (tx_bit_num == 7) begin
                            tx_state <= TX_STATE_STOP_BIT;
                        end else begin
                            tx_state <= tx_state;
                            tx_bit_num <= tx_bit_num + 1;
                        end
                        tx_cnt <= 0;
                    end else begin
                        tx_cnt <= tx_cnt + 1;
                    end
                end
                TX_STATE_STOP_BIT: begin
                    tx_pin_reg <= 1;
                    if ((tx_cnt + 1) == DELAY_FRAMES) begin
                        tx_state <= TX_STATE_IDLE;
                    end else begin
                        tx_cnt <= tx_cnt + 1;
                    end
                end
            endcase
        end
    end
endmodule
`default_nettype wire
==> run.sh <==
#!/bin/bash
# OpenROAD 26Q1-2900-gdf79404cd8, Yosys 0.63+post, stock flow scripts
make -C /OpenROAD-flow-scripts/flow DESIGN_CONFIG=/design/flow/config.mk WORK_HOME=/design/flow/orfs finish
==> config.mk <==
export PLATFORM = sky130hd
export DESIGN_NAME = Uart
export DESIGN_NICKNAME = Uart
export VERILOG_FILES = /design/flow/design.v
export SDC_FILE = /design/flow/constraint.sdc
export NUM_CORES = 4
export LEC_CHECK = 1
export CORE_UTILIZATION = 30
==> constraint.sdc <==
current_design Uart

set clk_period 4.9
set clk_io_pct 0.2

create_clock -name clk0 -period $clk_period [get_ports {clock}]

set non_clock_inputs [all_inputs -no_clocks]
set_input_delay [expr $clk_period * $clk_io_pct] -clock clk0 $non_clock_inputs
set_output_delay [expr $clk_period * $clk_io_pct] -clock clk0 [all_outputs]
==> GITHUB_STEP_SUMMARY <==
## Synthesis and layout report

| Metric | Value |
|---|---|
| Post-route DRC | 0 |
| Flip-flop count of the largest register, all copies and words added | 25 |
| Number of unique standard cell types used by synthesis | 59 |
| Top flop regs | tx_cnt x25, data_out x8, tx_bit_num x3 |
| Cells after Synth | roughly 330 |
| Share of cells above drive strength 1 | 0.0814 |
| Pwr Total | ~0.00094 W |
| I/O pin cnt | 29 |
| Final count of hold timing violations | 0 |
| Post-CTS sizing | 0 |
| Core Region | around 8700 um^2 |
| Register share after synthesis | 0.305 |
| Number of core rows | 34 |
| Pint | 0.000651 W |
| Switching Share | 0.308 |
| Mean instance size in the synthesized netlist | 8.25 um^2 |
| Post-Place Setup Slack | approximately 1.2 ns |
| Clock slew at the register clock pins of the worst setup and hold paths | 0.08 ns |
| Crit path DRT | 5.06 ns |
| Fraction of power consumed by the clock network | 0.346 |
| Number of global-route vias before repair | 2308 |
| DPL Wire Length | 4650 um |
| Count of input and output buffers | 28 |
| Number of flip-flops and latches in the synthesized netlist | between 40 and 50 |
| Critical path startpoint category | flop |
| Sequential group share of total power | 0.395 |
| Post-layout min period | 3.76 ns |
| Leakage power figure | 1.02 nW |
| Source of the worst hold timing path | data_out[1] |
| Largest net degree at the start of global routing | 18 |
| Reg-to-reg startpoint | tx_cnt[0] |
| Switching pwr | ~0.00029 W |
| Share of total power in combinational logic | 0.259 |
| Buffer type at the clock tree root | clkbuf_8 |
| Number of buffers inserted by hold repair at cts | 0 |
| First-pass GRT wire length | around 11000 um |
| Highest ir drop seen on vdd | 146 uV |
| Routed Wire Length | 6370 um |
| Chip Width | 96.7 um |
| Tally of yosys warning messages | 1 |
| Met2 Wirelength | about 2900 um |
| Vias after detailed routing | 2472 |
| Crit Path Max Fanout | 15 |
| TritonCTS clock tree | yes |
| H-tree levels | 2 |
| Initial standard-cell utilization of the core | 0.308 |
| Kind of capture point of the worst setup path | flop |
| Fin worst setup slack | approximately 1.1 ns |
| Top routing layer in use | met4 |
| Ys flop type | dfxtp_1 |
| Overall global routing resource usage | 0.144 |
| Max Cap Violations | 0 |
| Total negative slack | 0 ns |
| Post-layout instance area | 3140 um^2 |
| Final setup viols | 0 |
| Antenna violations before repair | 0 |
| Arrival time of the worst setup path | 3.92 ns |
| Placement-stage cell area | 3000 um^2 |
| Die outline area | 9350 um^2 |
| Proportion of register bits with asynchronous set or reset after synthesis | 0 |
| Maximum buffer depth of the clock tree | 2 |
| Antenna diode instance count | 0 |
| Final Max Slew Viols | 0 |
| Final period util | 0.767 |
| CP startpoint | tx_cnt[0] |
| Number of iterations in the first detailed-routing pass | 4 |
| Routed Antenna Nets | 0 |
| Type of the worst setup path | flop to flop |
| Met3 wire length | 353 um |
| Relative slew margins | 0.481 |
| P&R area growth vs syn | 16.7% |
| Largest Register | tx_cnt |
| WL met1 | between 3000 and 4000 um |
| GR Overflow Total | 0 |
| Num CTS Buffers | 5 |
| Skew-Pair Late Insertion Delay | about 0.30 ns |
| Count of library flops with an enable pin | 0 |
| Filler cells | just under 900 |
| Chip area in the Yosys report | 2690 um^2 |
| Hold Crit Class | flop to flop |
| Cell Area, Synth | between 2000 and 3000 um^2 |
| Outcome | complete, no violations |
| DRC marker count from the first detailed-route iteration | about 150 |
| Unrepaired setup endpoints after global routing | false |
| Highest attainable clock frequency | between 200 and 300 MHz |
| Final GP Congestion | ~0.89 |
| DR WL/cell | ~14 um |
| Warning total across the stage logs | 31 |
| Worst-margin pin slew | roughly 0.77 ns |
| Number of setup buffers added after CTS | 0 |
| Skew final | approximately 0.0074 ns |
| Chip height | around 97 um |
| Pwr dens | between 200 and 300 nW/um^2 |
| Ys cells | between 300 and 400 |
| Detailed-route vias per instance | between 5 and 6 |
| Clk sink count | approximately 41 |
layout by cell type, fill, tap and decap left out, drive strengths merged, types with 2 or more instances in the layout:
master and instances:
clkbuf 5, bufinv 2, a21oi 16, nand4 8
nor2b 3, o31ai 4, mux4 2, nand2b 2
nand2 20, nand4b 2, o211ai 8, o21ai 17
o221ai 6, clkdlybuf4s50 28, inv 21, xnor2 9
o22ai 4, a211oi 2, or3 5, nor4b 4
or4b 5, mux2i 4, nand3 22, nor4 9
a22o 6, nor3 21, and4 2, nand3b 3
ha 10, or4 6, or2 2, nor2 25
and3 3, dfxtp 41
critical path, cell delays in order (launching register included):
cell and delay, ns:
dfxtp_1 0.44, ha_1 0.30, nand3_1 0.34, nor3b_1 0.46
xnor2_1 0.17, nand2_1 0.07, or4b_1 0.62, or3_1 0.71
nand2_2 0.35, o221ai_1 0.16
through the flow:
step | instances | hold WS [ns] | utilization
after floorplan | 326 | 0.444 | -
after global placement | 444 | 0.463 | 0.344
after detailed placement | 444 | 0.463 | 0.344
after CTS | 452 | 0.484 | 0.360
after global routing | 452 | 0.492 | 0.360
final | 452 | 0.483 | 0.360
final cells by class:
class	instances	area (um^2)	share of cell area
Sequential cell	41	821	0.262
Tap cell	108	135	0.0431
Clock inverter	3	65.1	0.0207
Timing Repair Buffer	29	288	0.0917
Clock buffer	5	68.8	0.0219
Multi-Input combinational cell	245	1680	0.536
Inverter	21	78.8	0.0251
power groups by stage:
| stage | Clock, W | Sequential, W | Combinational, W |
|---|---|---|---|
| CTS | 0.000335 | 0.000372 | 0.000244 |
| finish | 0.000326 | 0.000372 | 0.000243 |
| global route | 0.000344 | 0.000375 | 0.000279 |
worst paths after layout:
check,end,slack [ns],cells after the start
setup / recovery,tx_cnt[10],1.14,9
hold / removal,data_out[1],0.48,1
setup reg to reg,tx_cnt[10],1.14,9
hold reg to reg,data_out[1],0.48,1
logic make-up after synthesis:
group           count (synthesis)  share of synthesized area
fa+ha+maj                      10                     0.0465
flops                          41                      0.305
mux                             6                     0.0316
simple gates                  144                      0.320
compound gates                 75                      0.195
xor+xnor                       10                     0.0326
buf+inv                        40                     0.0698
layer usage:
layer / up-vias / GRT usage
met2: 68 / 0.223
met1: 1132 / 0.214
met4: 0 / 0.0218
li1: 1260 / -
met3: 12 / 0.0294
met5: - / 0
synthesized netlist by cell type (all sizes together) (3+ instances only):
library cell	instances	area, um^2
nor3	21	115
nor2	25	96.4
o221ai	6	52.6
dfxtp	41	821
o21ai	17	96.4
buf	11	78.8
nor4b	4	35.0
and3	3	18.8
or4	6	48.8
a21oi	16	80.1
o22ai	4	25.0
nand2	20	77.6
nand3b	3	22.5
or4b	5	50.1
a22o	6	52.6
nand4	8	62.6
o31ai	4	30.0
or3	5	31.3
mux2i	4	40.0
xnor2	9	78.8
ha	10	125
nor4	9	86.3
inv	21	78.8
nor2b	3	18.8
clkbuf	8	30.0
nand3	22	123
o211ai	8	60.1
Power figures rest on the tool's default switching activity, not on a simulated workload.
